<file path="./design.v">
module axi_stream_random_stall #(
  parameter DATA_BITS = 32
) (
  input  logic                  clk,
  input  logic                  rst,
  input  logic                  in_tvalid,
  output logic                  in_tready,
  input  logic [DATA_BITS-1:0]  in_tdata,
  output logic                  out_tvalid,
  input  logic                  out_tready,
  output logic [DATA_BITS-1:0]  out_tdata,
  input  logic                  block,
  input  logic                  stall
);
logic recv_tvalid, recv_tready, send_tvalid, send_tready;
logic [DATA_BITS-1:0] recv_tdata, send_tdata;
skidbuf #(.BITS(DATA_BITS)) SKID (.*);
always_comb begin
  recv_tvalid = in_tvalid   && !block;
  in_tready   = recv_tready && !block;
  recv_tdata  = recv_tvalid ? in_tdata : {DATA_BITS{1'bx}};
end
logic stall_latch = 0;
always_ff @(posedge clk) begin
  if (out_tready && !out_tvalid) stall_latch <= stall;
end
always_comb begin
  out_tvalid  = send_tvalid && !stall_latch;
  send_tready = out_tready  && !stall_latch;
  out_tdata   = out_tvalid ? send_tdata : {DATA_BITS{1'bx}};
end
endmodule
module skidbuf #(
  parameter BITS            = 32,
  parameter REGISTER_OUTPUT = 1
) (
  input  logic            clk,
  input  logic            rst,
  input  logic            recv_tvalid,
  output logic            recv_tready,
  input  logic [BITS-1:0] recv_tdata,
  output logic            send_tvalid,
  input  logic            send_tready,
  output logic [BITS-1:0] send_tdata
);
logic [BITS-1:0]  skid_tdata  = '0;
logic             skid_tvalid = '0;
always_comb recv_tready = !skid_tvalid;
always_ff @(posedge clk) begin
  if (rst) begin
    skid_tvalid <= 0;
    skid_tdata  <= {BITS{1'bx}};
  end else begin
    if ((recv_tvalid && recv_tready) && (send_tvalid && !send_tready)) begin
      skid_tvalid <= 1;
      skid_tdata  <= recv_tdata;
    end else if (send_tready) begin
      skid_tvalid <= 0;
      skid_tdata  <= {BITS{1'bx}};
    end
  end
end
logic            send_tvalid_comb;
logic [BITS-1:0] send_tdata_comb;
always_comb begin
  if (rst) begin
    send_tvalid_comb = '0;
    send_tdata_comb  = {BITS{1'bx}};
  end else if (skid_tvalid) begin
    send_tvalid_comb = '1;
    send_tdata_comb  = skid_tdata;
  end else begin
    send_tvalid_comb = recv_tvalid;
    send_tdata_comb  = recv_tvalid ? recv_tdata : {BITS{1'bx}};
  end
end
generate if (REGISTER_OUTPUT) begin
  always_ff @(posedge clk) begin
    if (rst) begin
      send_tvalid <= '0;
      send_tdata  <= {BITS{1'bx}};
    end else if (!send_tvalid || send_tready) begin
      if (skid_tvalid) begin
        send_tvalid <= '1;
        send_tdata  <= skid_tdata;
      end else begin
        send_tvalid <= recv_tvalid;
        send_tdata  <= recv_tvalid ? recv_tdata : {BITS{1'bx}};
      end
    end
  end
end else begin
  always_comb begin
    if (rst) begin
      send_tvalid = '0;
      send_tdata  = {BITS{1'bx}};
    end else if (skid_tvalid) begin
      send_tvalid = '1;
      send_tdata  = skid_tdata;
    end else begin
      send_tvalid = recv_tvalid;
      send_tdata  = recv_tvalid ? recv_tdata : {BITS{1'bx}};
    end
  end
end endgenerate
endmodule
</file>
<file path="./run.sh">
#!/bin/bash
# OpenROAD 26Q1-2900-gdf79404cd8, Yosys 0.63+post, stock flow scripts
make -C /OpenROAD-flow-scripts/flow DESIGN_CONFIG=/design/flow/config.mk WORK_HOME=/design/flow/orfs finish
</file>
<file path="./config.mk">
export PLATFORM = sky130hd
export DESIGN_NAME = axi_stream_random_stall
export DESIGN_NICKNAME = axi_stream_random_stall
export VERILOG_FILES = /design/flow/design.v
export SDC_FILE = /design/flow/constraint.sdc
export NUM_CORES = 4
export LEC_CHECK = 1
export CORE_UTILIZATION = 30
</file>
<file path="./constraint.sdc">
current_design axi_stream_random_stall

set clk_period 4.0
set clk_io_pct 0.2

create_clock -name clk0 -period $clk_period [get_ports {clk}]

set non_clock_inputs [all_inputs -no_clocks]
set_input_delay [expr $clk_period * $clk_io_pct] -clock clk0 $non_clock_inputs
set_output_delay [expr $clk_period * $clk_io_pct] -clock clk0 [all_outputs]
</file>
==> flow_metrics.env <==
# implementation run metrics
export IMPL_status="completed"
export IMPL_ys_warn_count=2
export IMPL_die_w_um=94.8
export IMPL_r2r_end="SKID.skid_tdata[1]"
export IMPL_hold_viol=0
export IMPL_die_h_um=94.8
export IMPL_tns_ns=0
export IMPL_pre_cts_slack_ns=1.16
export IMPL_numSynthFlops=67
export IMPL_ys_chip_area_mm2=0.00258
export IMPL_cts_buffer_depth=2
export IMPL_seqPwrFrac_pct=56.3
export IMPL_fill_cells=751
export IMPL_tool_warnings=25
export IMPL_vdd_ir_drop_max_mv=0.201
export IMPL_max_freq_mhz=389
export IMPL_grt_max_degree=33
export IMPL_wl_mm=4.13
export IMPL_wire_per_inst_um=13.5
export IMPL_syn_area_per_cell_um2=22.3
export IMPL_antennaDiodeCount=0
export IMPL_hold_path_startpoint="SKID.skid_tdata[22]"
export IMPL_groute_usage_overall_pct=9.83
export IMPL_combPwrFrac_pct=9.5
export IMPL_gp_congestion=0.734
export IMPL_grt_pass1_vias=1231
export IMPL_post_cts_setup_buffers=0
export IMPL_period_needed_ns=2.57
export IMPL_cp_max_fo=2
export IMPL_synth_cell_types=13
export IMPL_hold_path_class="flop to flop"
export IMPL_crit_path_end_kind="output port"
export IMPL_ant_nets=0
export IMPL_cp_start_kind="primary input"
export IMPL_h_tree_depth=3
export IMPL_path_clk_slew_ns=0.06
export IMPL_dieArea_mm2=0.00898
export IMPL_switching_share_pct=18.8
export IMPL_overflow=0
export IMPL_cts_tree="done"
export IMPL_power_leakage_nw=1.29
export IMPL_ys_cells=116
export IMPL_p_switching_uw=281
export IMPL_setup_viol=0
export IMPL_hpwlAfterDp_mm=2.79
export IMPL_syn_inst=116
export IMPL_report_final_slew_viol_count=0
export IMPL_drcViolationCount=0
export IMPL_cts_made_buffers=9
export IMPL_reg2reg_setup_slack_ns=2.27
export IMPL_placed_area_mm2=0.00340
export IMPL_drive_gt1_share_pct=24.4
export IMPL_vias=1255
export IMPL_drv_cap=0
export IMPL_grt_setup_unrepaired="false"
export IMPL_dr_pass1_iters=2
export IMPL_worstReg2RegStart="SKID.send_tvalid"
export IMPL_ys_seq_share_pct=77.1
export IMPL_hold_path_depth=1
export IMPL_power_density_mw_per_mm2=419
export IMPL_r2r_cells=3
export IMPL_p_int_mw=1.22
export IMPL_crit_type="primary input to output port"
export IMPL_crit_arrival_ns=1.77
export IMPL_via_per_inst=4.10
export IMPL_min_to="SKID.send_tdata[22]"
export IMPL_rows=33
export IMPL_clock_root_buffer="clkbuf_8"
export IMPL_drt_initial_drc_count=53
export IMPL_fp_util_pct=31.3
export IMPL_syn_to_final_growth_pct=38.3
export IMPL_worst_pin_slew_ns=0.738
export IMPL_cts_hold_buffers=0
export IMPL_post_cts_resized=0
export IMPL_fin_area_mm2=0.00357
export IMPL_port_buffers=71
export IMPL_worst_clock_skew_ns=0.00751
export IMPL_ios=72
export IMPL_crit_required_ns=3.20
export IMPL_antenna_found_initial=0
export IMPL_worst_skew_pair_late_latency_ns=0.33
export IMPL_slew_headroom_pct=50.6
export IMPL_cts_sinks=67
export IMPL_p_clk_share_pct=34.2
export IMPL_period_used_pct=64.2
export IMPL_grt_pass1_wl_mm=6.30
export IMPL_syn_area_mm2=0.00258
export IMPL_core_mm2=0.00826
export IMPL_postLayoutSetupSlackWorst_ns=1.43
-- synth_stat cells --
| cell | number | area share [%] |
|---|---|---|
| nand2_1 | 2 | 0.29 |
| a21oi_1 | 1 | 0.19 |
| buf_12 | 2 | 1.6 |
| mux2_4 | 26 | 15 |
| nor2b_1 | 5 | 1.2 |
| nand2b_1 | 1 | 0.24 |
| edfxtp_1 | 65 | 76 |
| nor2_1 | 2 | 0.29 |
| a211oi_1 | 1 | 0.29 |
| o21ai_0 | 1 | 0.19 |
| buf_6 | 2 | 0.87 |
| mux2_2 | 6 | 2.6 |
| dfxtp_1 | 2 | 1.6 |
-- flip-flops by register name, indices dropped and copies added, names as in the netlist --
| name | flops |
|---|---|
| SKID.skid_tvalid | 1 |
| SKID.send_tdata | 32 |
| stall_latch | 1 |
| SKID.skid_tdata | 32 |
| SKID.send_tvalid | 1 |
-- critical path, stage by stage --
cell and delay [ns]:
clkdlybuf4s50_1 0.42, nor2_1 0.09, clkdlybuf4s50_1 0.46
-- cells by family after synthesis --
kind of cell           synth area share, %
flip-flops                            77.1
AND/OR/NAND/NOR                       2.04
AND-OR/OR-AND                        0.678
multiplexers                          17.7
buffers and inverters                 2.42
-- cell usage in the layout, fill, tap and decap left out, types with 2 or more instances in the layout --
master           netlist  layout
buf_4                  0       3
clkbuf_1               0       3
clkbuf_8               0       9
clkdlybuf4s50_1        0      71
clkinv_2               0       2
edfxtp_1              65      65
mux2_2                 6       6
mux2_4                26      26
nand2_1                2       2
nor2_1                 2       2
nor2b_1                5       5
-- per-stage QoR --
step / hold WS [ns] / utilization (%) / cells / power, mW
5_1_grt: 0.554 / 43.3 / 306 / 1.56
2_1_floorplan: 0.523 / - / 116 / 0.900
6_report: 0.547 / 43.3 / 306 / 1.50
4_1_cts: 0.548 / 43.3 / 306 / 1.52
3_3_place_gp: 0.530 / 41.1 / 291 / 1.00
3_5_place_dp: 0.531 / 41.1 / 291 / 1.00
-- cell type report --
cell class	instances	area [um2]	share of cell area (%)
clock inverter	3	40.0	1.12
timing repair buffer	74	733	20.5
sequential	67	1990	55.8
clock buffer	12	135	3.78
multi-input combinational	45	539	15.1
tap	105	131	3.68
-- power by group through the flow --
stage,logic (mW),registers [mW],clock network [mW]
finish,0.142,0.843,0.512
global route,0.154,0.848,0.557
CTS,0.145,0.844,0.530
-- worst max-delay path by stage --
stage	cells after the start	endpoint	start	slack [ns]
after CTS	3	in_tready	block	1.42
after global routing	3	in_tready	block	1.39
final	3	in_tready	block	1.43
-- routing by layer --
layer / vias up / global-route usage, % / part of all wire, %
li1: 616 / - / -
met1: 594 / 15.5 / 43
met2: 34 / 15.0 / 50
met3: 11 / 2.04 / 4.7
met4: 0 / 2.78 / 2.9
met5: - / 0 / 0
Power figures rest on the tool's default switching activity, not on a simulated workload.
