[./config.mk]
export PLATFORM = sky130hd
export DESIGN_NAME = pdm_cic_adapter
export DESIGN_NICKNAME = pdm_cic_adapter
export VERILOG_FILES = /design/flow/design.v
export SDC_FILE = /design/flow/constraint.sdc
export NUM_CORES = 4
export LEC_CHECK = 1
export CORE_AREA = 10 10 94 94
export DIE_AREA = 0 0 104 104
[./constraint.sdc]
current_design pdm_cic_adapter

set clk_period 3.1
set clk_io_pct 0.2

create_clock -name clk0 -period $clk_period [get_ports {clk}]

set non_clock_inputs [all_inputs -no_clocks]
set_input_delay [expr $clk_period * $clk_io_pct] -clock clk0 $non_clock_inputs
set_output_delay [expr $clk_period * $clk_io_pct] -clock clk0 [all_outputs]
[./design.v]
module pdm_cic_adapter #(
  parameter NUM_MICS = 8,
  parameter CIC_BYTES = 1,
  parameter CIC_BITS = CIC_BYTES * 8,
  parameter OUT_ZERO_VALUE = -1,
  parameter OUT_ONE_VALUE = 1
) (
  (* X_INTERFACE_PARAMETER = "ASSOCIATED_BUSIF s_axis:m_axis, ASSOCIATED_RESET rst" *)
  input  wire                 clk,
  (* X_INTERFACE_PARAMETER = "POLARITY ACTIVE_HIGH" *)
  input  wire                 rst,
  input  wire                 s_axis_tvalid,
  output wire                 s_axis_tready,
  input  wire  [NUM_MICS-1:0] s_axis_tdata,
  output reg                  m_axis_tvalid,
  input  wire                 m_axis_tready,
  output reg   [CIC_BITS-1:0] m_axis_tdata,
  output reg                  m_axis_tlast
);
localparam COUNTER_WIDTH = $clog2(NUM_MICS);
reg [COUNTER_WIDTH-1:0] counter = 0;
wire skid_tvalid, skid_tready;
wire [NUM_MICS-1:0] skid_tdata;
skidbuf #(.BITS(NUM_MICS)) INPUT_SKIDBUF (
  .clk(clk), .rst(rst),
  .recv_tvalid(s_axis_tvalid), .recv_tready(s_axis_tready), .recv_tdata(s_axis_tdata), 
  .send_tvalid(skid_tvalid),   .send_tready(skid_tready),   .send_tdata(skid_tdata));
assign skid_tready = !skid_tvalid || ((counter == NUM_MICS-1) && (m_axis_tready || !m_axis_tvalid));
always @(posedge clk) begin
  if (rst) begin
    counter <= 0;
  end else if (m_axis_tready || !m_axis_tvalid) begin
    m_axis_tvalid <= skid_tvalid;
    if (skid_tvalid) begin
        if (counter == NUM_MICS-1) begin
          counter <= 0;
        end else begin
          counter <= counter + 1;
        end
        m_axis_tdata  <= skid_tdata[counter] ? OUT_ONE_VALUE : OUT_ZERO_VALUE;
        m_axis_tlast  <= (counter == NUM_MICS-1);
      end
   end
end
endmodule
module skidbuf #(
  parameter BITS            = 32,
  parameter REGISTER_OUTPUT = 1
) (
  input  logic            clk,
  input  logic            rst,
  input  logic            recv_tvalid,
  output logic            recv_tready,
  input  logic [BITS-1:0] recv_tdata,
  output logic            send_tvalid,
  input  logic            send_tready,
  output logic [BITS-1:0] send_tdata
);
logic [BITS-1:0]  skid_tdata  = '0;
logic             skid_tvalid = '0;
always_comb recv_tready = !skid_tvalid;
always_ff @(posedge clk) begin
  if (rst) begin
    skid_tvalid <= 0;
    skid_tdata  <= {BITS{1'bx}};
  end else begin
    if ((recv_tvalid && recv_tready) && (send_tvalid && !send_tready)) begin
      skid_tvalid <= 1;
      skid_tdata  <= recv_tdata;
    end else if (send_tready) begin
      skid_tvalid <= 0;
      skid_tdata  <= {BITS{1'bx}};
    end
  end
end
logic            send_tvalid_comb;
logic [BITS-1:0] send_tdata_comb;
always_comb begin
  if (rst) begin
    send_tvalid_comb = '0;
    send_tdata_comb  = {BITS{1'bx}};
  end else if (skid_tvalid) begin
    send_tvalid_comb = '1;
    send_tdata_comb  = skid_tdata;
  end else begin
    send_tvalid_comb = recv_tvalid;
    send_tdata_comb  = recv_tvalid ? recv_tdata : {BITS{1'bx}};
  end
end
generate if (REGISTER_OUTPUT) begin
  always_ff @(posedge clk) begin
    if (rst) begin
      send_tvalid <= '0;
      send_tdata  <= {BITS{1'bx}};
    end else if (!send_tvalid || send_tready) begin
      if (skid_tvalid) begin
        send_tvalid <= '1;
        send_tdata  <= skid_tdata;
      end else begin
        send_tvalid <= recv_tvalid;
        send_tdata  <= recv_tvalid ? recv_tdata : {BITS{1'bx}};
      end
    end
  end
end else begin
  always_comb begin
    if (rst) begin
      send_tvalid = '0;
      send_tdata  = {BITS{1'bx}};
    end else if (skid_tvalid) begin
      send_tvalid = '1;
      send_tdata  = skid_tdata;
    end else begin
      send_tvalid = recv_tvalid;
      send_tdata  = recv_tvalid ? recv_tdata : {BITS{1'bx}};
    end
  end
end endgenerate
endmodule
[./run.sh]
#!/bin/bash
# OpenROAD 26Q1-2900-gdf79404cd8, Yosys 0.63+post, stock flow scripts
make -C /OpenROAD-flow-scripts/flow DESIGN_CONFIG=/design/flow/config.mk WORK_HOME=/design/flow/orfs finish
==> flow_metrics.rpt <==
=== SYNTHESIS / PLACE & ROUTE SUMMARY ===
----------------------------------------------------
[Worst setup path]
  Data required time at the worst endpoint ........................ ~3 ns
  Critical path startpoint category ........................ primary input
  CP endpoint ........................ INPUT_SKIDBUF.skid_tdata[0]
  Launching instance or port of the critical path ........................ rst
  Reg2reg path depth ........................ 4
  Critical register-to-register path startpoint ........................ counter[0]
  Capturing point of the worst reg2reg path ........................ INPUT_SKIDBUF.skid_tdata[0]
  Worst Setup Path Type ........................ in2reg
  Data arrival time of the worst path ........................ about 2.0 ns
  Setup slack of the worst register-to-register path ........................ ~1.3 ns
  Biggest fanout along the worst timing path ........................ 11
  Kind of end point of the critical path ........................ flop

[Clock tree]
  Cell at the root of the clock tree ........................ clkbuf_8
  Number of resized instances in the post-cts repair step ........................ 0
  Count of clock tree sinks ........................ 24
  Hold buffer count at CTS ........................ 0
  Clock slew seen by the registers of the worst setup and hold paths ........................ around 0.080 ns
  Buffer depth of the longest clock path ........................ 2
  # Post-CTS Setup Buffers ........................ 0
  Number of buffers added by the clock tree synthesis step ........................ 3
  Number of H-tree levels ........................ 1
  CTS tree ........................ done
  Clock latency on the worst-skew pair ........................ 0.26 ns

[Synthesis]
  Number of instances in the synthesized netlist ........................ between 60 and 70
  Post-synthesis sequential area ratio ........................ 0.659
  Tally of yosys warning messages ........................ 2
  Leading cell types by total area after synthesis ........................ edfxtp_1, dfxtp_1, mux2_1, buf_4, mux4_2
  Top cells by count, synth ........................ edfxtp_1, mux2_1, buf_4, dfxtp_1
  Total cell area reported by yosys after synthesis ........................ between 1000 and 1500 µm²
  FF+latch count, synth ........................ 24
  Primary flip-flop cell chosen by synthesis mapping ........................ edfxtp_1
  Mean post-synth cell area ........................ 15.2 µm²
  Unique cell types ........................ 21
  Most numerous cell in the Yosys netlist ........................ edfxtp_1
  Total standard cell area after synthesis ........................ between 1000 and 1500 µm²
  Async S/R FF share, synth ........................ 0
  # Cells Yosys ........................ 67
  Flip-flops with a built-in enable ........................ 19
  Cell type with the highest aggregate area in the netlist ........................ edfxtp_1
  Largest type area fraction ........................ 0.561

[Die]
  Vertical die dimension ........................ around 100 µm
  Pre-placement core utilization ........................ 0.149
  Overall die area ........................ between 10,000 and 15,000 µm²
  Width of the die ........................ 104 µm
  Core region area ........................ 6830 µm²
  # IOs ........................ 23
  Row Count ........................ 30

[Power and ir drop]
  Post-layout power ........................ approximately 0.63 mW
  Power per unit of standard cell area ........................ approximately 470 nW/µm²
  Worst voltage drop across the vdd grid ........................ between 100 and 150 µV
  Static power due to leakage ........................ 0.452 nW

[Final timing]
  Unrepaired setup endpoints after global routing ........................ false
  Final number of setup-violating endpoints ........................ 0
  Post-route minimum period ........................ around 2.1 ns
  Endpoints failing hold ........................ 0
  Post-layout period usage of the worst path ........................ 0.670
  Final tally of max-slew violations ........................ 0
  Sum of negative setup slack ........................ 0 ns
  Setup slack after layout ........................ 1.02 ns
  Highest Clock Rate ........................ just under 500 MHz
  Worst clock skew on the final layout ........................ 0.00510 ns

[Place]
  Final GP Congestion ........................ roughly 0.73
  Quantity of I/O buffers inserted on ports ........................ 21
  HPWL after detailed placement ........................ between 1000 and 1500 µm
  Worst Setup Slack post-DPL ........................ 0.738 ns
  Dpl cells ........................ 176

[Flow run]
  Log Warnings ........................ 25
  Number of max-capacitance violations reported ........................ 0

[Global route]
  GR Util met3 ........................ 0.0188
  Global-route wire length before repair ........................ roughly 2800 µm
  GRT overflow ........................ 0
  Global routing usage summed across all routing layers ........................ 0.0312
  Layer with the highest usage after global routing ........................ met2
  Met1 usage in global routing ........................ 0.0376
  Initial antenna violation count ........................ 0
  Maximum number of pins on one net before global-route repair ........................ 14
  Global-route met2 utilization ........................ 0.0486
  Number of global-route vias before repair ........................ 554

[Route]
  DRC viols ........................ 0
  Number of design-rule violations left by the first detailed-router iteration ........................ 16
  Vias post-DR ........................ about 540
  Pre-antenna DRT Iters ........................ 2
  Remaining number of nets flagged by the antenna check after routing ........................ 0
  Average wire length per cell after detail routing ........................ around 9.3 µm
  Antenna diode instance count ........................ 0
  Aggregate routed wire length ........................ approximately 1700 µm
  Vias per Instance ........................ 2.98

[Cells and area]
  Count of non-filler cells in the finished layout ........................ between 150 and 200
  Share of final-layout standard cells stronger than drive strength 1 ........................ 0.0714
  Core utilization of the finished layout ........................ 0.195
  Area delta synth->final ........................ 31.2%

[Hold path]
  Hold/Removal Path Class ........................ reg2reg

[Run status]
  Status ........................ complete, no violations

----------------------------------------------------
-- cells by family (layout without fill, tap and decap cells) --
group,after synthesis,count (layout),share of synthesized area
AND-OR/OR-AND,9,9,0.0492
adder cells (fa/ha/maj),2,2,0.0246
buffers and inverters,10,27,0.0639
flip-flops,24,24,0.659
multiplexers,11,11,0.143
other,1,1,0.00369
AND/OR/NAND/NOR,10,10,0.0566
-- area by class of cell --
type	instances	area (µm²)
repair buffers	21	210
inverters	2	7.51
clock buffers	3	41.3
fillers	753	5500
well taps	96	120
flip-flops and latches	24	671
clock inverters	1	3.75
multi-input cells	33	282
-- through the flow --
stage	cell area, µm²	hold WS [ns]
2_1_floorplan	1020	0.478
3_3_place_gp	1290	0.513
3_5_place_dp	1290	0.515
4_1_cts	1340	0.529
5_1_grt	1340	0.546
6_report	1340	0.528
-- state kept, by name (all words and copies together) (netlist names) --
signal and cells:
counter 3, m_axis_tdata 1, INPUT_SKIDBUF.skid_tdata 8, INPUT_SKIDBUF.send_tdata 8
INPUT_SKIDBUF.send_tvalid 1, m_axis_tvalid 1, m_axis_tlast 1, INPUT_SKIDBUF.skid_tvalid 1
-- routing by layer --
layer,routed length [µm],up-vias
met3,184,4
met5,0,-
met1,778,242
met4,15,0
li1,-,273
met2,698,18
-- cells in the final DEF (no fill, tap or decap), drive strengths merged, types with 2 or more instances in the layout --
cell,synthesis,layout
dfxtp,5,5
mux4,2,2
mux2,8,8
a21o,2,2
clkbuf,0,3
clkdlybuf4s50,0,21
nor2,4,4
inv,2,2
edfxtp,19,19
o21ai,4,4
a21oi,3,3
ha,2,2
-- worst min-delay path by stage --
stage,startpoint,endpoint,slack (ns),cells after the start
after global routing,counter[2],counter[2],0.55,2
final,INPUT_SKIDBUF.send_tvalid,counter[2],0.53,2
after CTS,INPUT_SKIDBUF.send_tvalid,counter[2],0.53,2
-- critical path, cell delays in order --
cell	delay, ns
clkdlybuf4s50_1	0.57
or2b_1	0.15
a21o_1	0.32
a21o_1	0.33
-- power by group --
| group | switching [mW] | leakage [nW] | internal, mW | total (mW) |
|---|---|---|---|---|
| clock network | 0.0845 | 0.0231 | 0.0881 | 0.173 |
| logic | 0.0230 | 0.194 | 0.0456 | 0.0686 |
| registers | 0.0138 | 0.235 | 0.378 | 0.392 |
| total | 0.121 | 0.452 | 0.512 | 0.633 |
Power is estimated from default activity; no workload was simulated.
