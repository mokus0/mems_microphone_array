==> design.v <==
module axi_stream_comparator #(
  parameter DATA_BITS = 32,
  parameter COUNT_BITS = 32
) (
  input  logic                  clk,
  input  logic                  rst,
  input  logic                  in1_tvalid,
  output logic                  in1_tready,
  input  logic [DATA_BITS-1:0]  in1_tdata,
  input  logic                  in2_tvalid,
  output logic                  in2_tready,
  input  logic [DATA_BITS-1:0]  in2_tdata,
  output logic                  transfer,
  output logic [COUNT_BITS-1:0] transfer_count,
  output logic                  transfer_mismatch,
  output logic                  transfer_mismatch_latch,
  output logic [DATA_BITS-1:0]  mismatch_tdata1,
  output logic [DATA_BITS-1:0]  mismatch_tdata2
);
assign in1_tready = in2_tvalid || !in1_tvalid;
assign in2_tready = in1_tvalid || !in2_tvalid;
always_ff @(posedge clk) begin
  if (rst) begin
    transfer                <= 0;
    transfer_count          <= 0;
    transfer_mismatch       <= 0;
    transfer_mismatch_latch <= 0;
    mismatch_tdata1         <= {DATA_BITS{1'bx}};
    mismatch_tdata2         <= {DATA_BITS{1'bx}};
  end else if (in1_tvalid && in2_tvalid) begin
    transfer                <= 1;
    transfer_count          <= transfer_count + 1;
    if (in1_tdata != in2_tdata) begin
      transfer_mismatch       <= 1;
      transfer_mismatch_latch <= 1;
      mismatch_tdata1         <= in1_tdata;
      mismatch_tdata2         <= in2_tdata;
    end
  end else begin
    transfer                <= 0;
    transfer_mismatch       <= 0;
  end
end
endmodule
==> run.sh <==
#!/bin/bash
# OpenROAD 26Q1-2900-gdf79404cd8, Yosys 0.63+post, stock flow scripts
make -C /OpenROAD-flow-scripts/flow DESIGN_CONFIG=/design/flow/config.mk WORK_HOME=/design/flow/orfs finish
==> config.mk <==
export PLATFORM = sky130hd
export DESIGN_NAME = axi_stream_comparator
export DESIGN_NICKNAME = axi_stream_comparator
export VERILOG_FILES = /design/flow/design.v
export SDC_FILE = /design/flow/constraint.sdc
export NUM_CORES = 4
export LEC_CHECK = 1
export CORE_UTILIZATION = 30
==> constraint.sdc <==
current_design axi_stream_comparator

set clk_period 4.4
set clk_io_pct 0.2

create_clock -name clk0 -period $clk_period [get_ports {clk}]

set non_clock_inputs [all_inputs -no_clocks]
set_input_delay [expr $clk_period * $clk_io_pct] -clock clk0 $non_clock_inputs
set_output_delay [expr $clk_period * $clk_io_pct] -clock clk0 [all_outputs]
==> results.py <==
# Physical implementation metrics
metrics = {
    "cts": {
        "cts.sinks": 99,
        "clk_pin_slew_ns": 0.07,
        "cts.path.max_buffers": 2,
        "htreeDepth": 3,
        "clock_latency_ns": 0.33,
        "cts_resized": 0,
        "postCtsSetupBuffers": 0,
        "cts_made_buffers": 9,
        "ctsHoldBuffers": 0,
        "cts_tree": "done",
        "clk_root_buffer_cell": "clkbuf_16",
    },
    "critical_path": {
        "reg2reg_depth": 6,
        "reg2reg_slack_ns": 2.39,
        "arrival_ns": 2.22,
        "cp_slowest_cell": "clkdlybuf4s50_1",
        "critPathKind": "input port to primary output",
        "required_ns": 3.52,
        "cp_num_cells": 3,
        "worstPathMaxFanout": 6,
        "crit_top_cell": "clkdlybuf4s50_1",
        "path_cells": "clkdlybuf4s50_1 -> or2b_2 -> clkdlybuf4s50_1",
        "cp.buffers_inverters": 2,
        "end_kind": "primary output",
        "max_stage_delay_ns": 0.61,
        "crit_family": "buffers and inverters",
        "start_kind": "input port",
    },
    "synth": {
        "ys_warn_count": 1,
        "yosys_area_sq_um": 3870,
        "syn_inst": 282,
        "synth_cell_type_count": 34,
        "syn_area_sq_um": 3870,
        "edf_count": 64,
        "synth_top_flop_cell": "edfxtp_1",
        "ys_seq_frac": 0.678,
        "async_flop_share": 0,
        "ys_cells": 282,
        "syn_area_per_cell_sq_um": 13.7,
        "numSynthFlops": 99,
    },
    "final_timing": {
        "max_freq_mhz": 323,
        "timing.final.crit_share": 0.704,
        "fin_crit_ns": 3.10,
        "maxSlewViolCount": 0,
        "tightest_slew_ns": 0.827,
        "skew_ns": 0.00432,
        "maxSlewHeadroom": 0.449,
        "setup_tns_ns": 0,
        "hold_viol": 0,
        "setup_violations": 0,
        "rsz0062_at_grt": "no",
    },
    "power": {
        "pwr-share-seq": 0.515,
        "p_leak_nw": 2.15,
        "netSwitchingPower_w": 0.000419,
        "intPower_w": 0.00166,
        "clkPwrFrac": 0.372,
        "swShare": 0.201,
        "pwr-share-comb": 0.112,
        "power.density_nw_per_um2": 343,
        "ir_drop_mv": 0.175,
    },
    "route": {
        "wl_per_cell_microns": 14.4,
        "dr.pass1.iters": 4,
        "drcViolationCount": 0,
        "drt_iter0_markers": 162,
        "viasPerCell": 4.34,
        "wirelength_mm": 9.18,
        "vias": 2760,
        "final_antenna_net_count": 0,
        "insertedDiodeCount": 0,
    },
    "final_layout": {
        "final_cell_mix": "clkdlybuf4s50_1 (168), edfxtp_1 (64), xor2_1 (49)",
        "design_area_sq_um": 6070,
        "drive_above_1_share": 0.0625,
        "area_delta_synth_final_pct": 56.9,
        "mostFrequentLayoutCell": "clkdlybuf4s50_1",
        "finalNonFillerCells": 636,
        "fillers": 1105,
    },
    "worst_hold_path": {
        "hp-class": "flop to flop",
        "hold_depth": 2,
    },
    "floorplan": {
        "num_io_pins": 169,
        "die_height_microns": 116,
        "floorplan.core_util": 0.308,
        "rows": 41,
        "die_x_microns": 116,
        "dieArea_sq_um": 13300,
        "coreArea_sq_um": 12600,
    },
    "global_route": {
        "grt_usage": 0.138,
        "gr-total-overflow": 0,
        "antenna_found_initial": 0,
        "grt_max_degree": 65,
        "grt_pass1_vias": 2668,
        "grt_pass1_wl_mm": 13.8,
    },
    "flow_run": {
        "log.warning_count": 25,
        "drv_cap": 0,
    },
    "place": {
        "place_inst": 620,
        "gp_congestion": 0.785,
        "place_area_sq_um": 5770,
        "port_buffers": 168,
        "dp_hpwl_mm": 6.69,
    },
    "outcome": {
        "status": "completed",
    },
}
worst paths after layout:
kind | to | from
max reg2reg | transfer_count[26] | transfer_count[0]
min reg2reg | transfer_mismatch_latch | transfer_mismatch_latch
max | in2_tready | in2_tvalid
min | transfer_mismatch_latch | transfer_mismatch_latch
layer usage:
layer  GRT usage  up-vias  part of all wire
li1            -     1371                 -
met4      0.0156        0             0.012
met1       0.211     1270              0.46
met3      0.0368        6             0.084
met2       0.214      113              0.44
met5           0        -                 0
power by group through the flow:
stage	registers [W]	clock network (W)	logic (W)
6_report	0.00107	0.000776	0.000234
5_1_grt	0.00108	0.000836	0.000253
4_1_cts	0.00107	0.000798	0.000237
through the flow:
stage	setup slack, ns	util	hold slack [ns]	power (W)
after global placement	1.14	0.459	0.455	0.00133
after CTS	1.30	0.483	0.482	0.00211
final	1.30	0.483	0.473	0.00208
after global routing	1.23	0.483	0.504	0.00217
after detailed placement	1.13	0.459	0.466	0.00133
after floorplan	1.04	-	0.410	0.00112
worst register-to-register path: cells and delay by family, from the launching register on:
family          cells  cell delay [ns]
simple gates        4             1.20
fa+ha+maj           1             0.19
flops               1             0.40
compound gates      1             0.14
synth_stat cells (2+ instances only):
cell | count | area (sq um)
edfxtp_1 | 64 | 1920
xor2_1 | 49 | 429
dfxtp_1 | 35 | 701
nor2_1 | 31 | 116
nand3_1 | 13 | 65.1
nand2_1 | 12 | 45.0
nand4_1 | 9 | 56.3
nor4_1 | 9 | 56.3
xnor2_1 | 8 | 70.1
a21oi_1 | 6 | 30.0
and3_1 | 6 | 37.5
or3_1 | 6 | 37.5
o21ai_0 | 5 | 25.0
clkbuf_1 | 3 | 11.3
nor4_4 | 3 | 63.8
and4_1 | 2 | 17.5
nand3_2 | 2 | 20.0
nor2b_1 | 2 | 12.5
nor3_1 | 2 | 10.0
flip-flops by register name (all words and copies together), names as in the netlist:
signal / cells
mismatch_tdata1: 32
transfer: 1
transfer_count: 32
mismatch_tdata2: 32
transfer_mismatch: 1
transfer_mismatch_latch: 1
cell families after synthesis:
| kind of cell | synth area share |
|---|---|
| mux | 0.00388 |
| compound gates | 0.0204 |
| fa+ha+maj | 0.00324 |
| simple gates | 0.160 |
| flops | 0.678 |
| xor+xnor | 0.129 |
| buf+inv | 0.00485 |
final cells by class:
class / instances / area, sq um / area share
flip-flops and latches: 99 / 2620 / 0.432
repair buffers: 170 / 1700 / 0.280
multi-input cells: 178 / 1240 / 0.204
clock buffers: 10 / 229 / 0.0377
well taps: 172 / 215 / 0.0355
clock inverters: 6 / 63.8 / 0.0105
inverters: 1 / 3.75 / 0.000619
No activity file was given, so power comes from the tool's default toggle rates.
